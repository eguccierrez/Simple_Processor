`flow/run.sh`:
```
#!/bin/bash
# OpenROAD 26Q1-2900-gdf79404cd8, Yosys 0.63+post, stock flow scripts
make -C /OpenROAD-flow-scripts/flow DESIGN_CONFIG=/design/flow/config.mk WORK_HOME=/design/flow/orfs finish
```
`flow/config.mk`:
```
export PLATFORM = sky130hd
export DESIGN_NAME = connect_modules
export DESIGN_NICKNAME = connect_modules
export VERILOG_FILES = /design/flow/design.v
export SDC_FILE = /design/flow/constraint.sdc
export NUM_CORES = 4
export LEC_CHECK = 1
export CORE_UTILIZATION = 50
```
`flow/constraint.sdc`:
```
current_design connect_modules

set clk_period 8.9
set clk_io_pct 0.2

create_clock -name clk0 -period $clk_period [get_ports {clk}]

set non_clock_inputs [all_inputs -no_clocks]
set_input_delay [expr $clk_period * $clk_io_pct] -clock clk0 $non_clock_inputs
set_output_delay [expr $clk_period * $clk_io_pct] -clock clk0 [all_outputs]
```
`flow/design.v`:
```
module connect_modules(clk,x,rs,data_in,data_out,z);
  input clk,x,rs,data_in;
  output data_out;
  output [4:0] z;
  wire rst,run,shift,update;
  StateMachine fsm1(clk,x,rs,rst,shift,update,run);
  control_unit control1(clk,data_in,rst,run,shift,update,data_out,z);
endmodule
module StateMachine(clk,x,rs,rst,shift,update,run);
  input clk,x,rs;
  output reg rst,shift,update,run;
  reg [3:0] state;
  parameter RS=4'b0001,   
			RI=4'b0010,   
  			SH=4'b0100,   
  			UP=4'b1000;   
  initial state=4'b1111;
  initial rst=0;
  initial shift=0;
  initial update=0;
  initial run=0;
  always@(posedge clk)begin
    if(rs)begin   
      state<=RS;
    end
    if(state==4'b1111)begin
    end
    case(state)
      RS:
        begin
          rst<=1;
          if(x)begin
            state<=RS;
          end
          else begin
            state<=RI;
          end
        end
      RI:
        begin
          run<=1;
          if(x)begin
            state<=SH;
          end
          else begin
            state<=RI;
          end
        end
      SH:
        begin
          shift<=1;
          if(x)begin
            state<=SH;
          end
          else begin
            state<=UP;
          end
        end
      UP:
        begin
          update<=1;
          if(x)begin
            state<=RS;
          end
          else begin
            state<=RI;
          end
        end
    endcase
  end
  always@(negedge clk)begin
    if(state==RS)begin
      rst<=1;
      shift<=0;
      update<=0;
      run<=0;
    end
    else if(state==RI)begin
      rst<=0;
      shift<=0;
      update<=0;
      run<=1;
    end
    else if(state==SH)begin
      rst<=0;
      shift<=1;
      update<=0;
      run<=0;
    end
    else if(state==UP)begin
      rst<=0;
      shift<=0;
      update<=1;
      run<=0;
    end
  end
endmodule
module control_unit(clk,data_in,rst,run,shift,update,data_out,z);
  input clk,data_in,rst,run,shift,update;
  output data_out;
  parameter INITLZ_MEM=2'b00,
  			ARITH=2'b01,
  			LOGIC=2'b10,
  			BUFFER=2'b11;
  output reg [4:0] z;
  reg [3:0] mem [3:0];
  reg [7:0] shift_reg,shadow_reg;
  reg data_out;
  initial data_out=0;
  always@(posedge clk)begin
    if(rst)begin
      shift_reg=0;
      shadow_reg=0;
      mem[3]=0;
      mem[2]=0;
      mem[1]=0;
      mem[0]=0;
    end
    if(shift)begin
      data_out=shift_reg[0];
      shift_reg={data_in,shift_reg[7:1]};
    end
    if(update)begin
      shadow_reg=shift_reg;
    end
    if(run)begin
      if(shadow_reg[7:6]==INITLZ_MEM)begin
        mem[shadow_reg[5:4]]=shadow_reg[3:0];
      end
      if(shadow_reg[7:6]==ARITH)begin
        if(shadow_reg[5]==0)begin
          z=mem[shadow_reg[3:2]]+mem[shadow_reg[1:0]];
        end
        if(shadow_reg[5]==1)begin
          z=mem[shadow_reg[3:2]]-mem[shadow_reg[1:0]];
        end
      end
      if(shadow_reg[7:6]==LOGIC)begin
        if(shadow_reg[5]==0)begin
          z=mem[shadow_reg[3:2]]&mem[shadow_reg[1:0]];
        end
        if(shadow_reg[5]==1)begin
          z=mem[shadow_reg[3:2]]|mem[shadow_reg[1:0]];
        end
      end
      if(shadow_reg[7:6]==BUFFER)begin
        z=shadow_reg[4:0];
      end
    end
  end
    endmodule
```
==> CHANGELOG.md <==
### Metrics

- Top cells by count: dfxtp_1 (37), nand2_1 (31), nor2_1 (30)
- Netlist cell types: 62
- Total number of yosys warnings: 3
- # Cells Yosys: 325
- YS chip area: 0.002897 mm^2
- Flops after synth: 50
- Flip-flops with a built-in enable: 13
- Status: aborted with a tool error
- Top cells, area: dfxtp_1 (26%), edfxtp_1 (13%), mux2i_1 (5.2%)
- Seq/Total Area, Yosys: 39.05%
- Main synth FF type: dfxtp_1
- Async SR Flop Fraction: 0%
- Failed at: synthesis (1_2_yosys)
- Synth top cell by count: dfxtp_1
- Share of the synthesized area in the top cell type: 25.57%
- First Err: ERROR: Found 4 problems in 'check -assert'.
- Synth area leader: dfxtp_1
-- kinds of logic after synthesis --
group	share of synthesized area (%)
compound gates	19.40
xor+xnor	2.419
fa+ha+maj	4.492
buf+inv	6.263
flops	39.05
mux	6.350
other cells	0.1295
simple gates	21.90
